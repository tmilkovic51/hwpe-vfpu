**flow/run.sh**
```bash
#!/bin/bash
# OpenROAD 26Q1-2900-gdf79404cd8, Yosys 0.63+post, stock flow scripts
make -C /OpenROAD-flow-scripts/flow DESIGN_CONFIG=/design/flow/config.mk WORK_HOME=/design/flow/orfs finish
```
**flow/config.mk**
```make
export PLATFORM = sky130hd
export DESIGN_NAME = vfpu_add
export DESIGN_NICKNAME = vfpu_add
export VERILOG_FILES = /design/flow/design.v
export SDC_FILE = /design/flow/constraint.sdc
export NUM_CORES = 4
export LEC_CHECK = 1
export CORE_UTILIZATION = 50
```
**flow/constraint.sdc**
```tcl
current_design vfpu_add

set clk_period 24.9
set clk_io_pct 0.2

create_clock -name clk0 -period $clk_period

set non_clock_inputs [all_inputs -no_clocks]
set_input_delay [expr $clk_period * $clk_io_pct] -clock clk0 $non_clock_inputs
set_output_delay [expr $clk_period * $clk_io_pct] -clock clk0 [all_outputs]
```
**flow/design.v**
```verilog
package hwpe_ctrl_vfpu_package;
  parameter int unsigned BASE_ADDR_A_REG_INDEX              = 0;
  parameter int unsigned LINE_STRIDE_A_REG_INDEX            = 1;
  parameter int unsigned LINE_LENGTH_A_REG_INDEX            = 1;
  parameter int unsigned FEAT_STRIDE_A_REG_INDEX            = 2;
  parameter int unsigned FEAT_LENGTH_A_REG_INDEX            = 2;
  parameter int unsigned LOOP_OUTER_A_REG_INDEX             = 3;
  parameter int unsigned FEAT_ROLL_A_REG_INDEX              = 3;
  parameter int unsigned BASE_ADDR_B_REG_INDEX              = 4;
  parameter int unsigned LINE_STRIDE_B_REG_INDEX            = 5;
  parameter int unsigned LINE_LENGTH_B_REG_INDEX            = 5;
  parameter int unsigned FEAT_STRIDE_B_REG_INDEX            = 6;
  parameter int unsigned FEAT_LENGTH_B_REG_INDEX            = 6;
  parameter int unsigned LOOP_OUTER_B_REG_INDEX             = 7;
  parameter int unsigned FEAT_ROLL_B_REG_INDEX              = 7;
  parameter int unsigned BASE_ADDR_RESULT_REG_INDEX         = 8;
  parameter int unsigned LINE_STRIDE_RESULT_REG_INDEX       = 9;
  parameter int unsigned LINE_LENGTH_RESULT_REG_INDEX       = 9;
  parameter int unsigned FEAT_STRIDE_RESULT_REG_INDEX       = 10;
  parameter int unsigned FEAT_LENGTH_RESULT_REG_INDEX       = 10;
  parameter int unsigned LOOP_OUTER_RESULT_REG_INDEX        = 11;
  parameter int unsigned FEAT_ROLL_RESULT_REG_INDEX         = 11;
  parameter int unsigned TRANSACTION_SIZE_REG_INDEX         = 12;
  parameter int unsigned OPERATION_SELECT_REG_INDEX         = 13;
  parameter int unsigned ROUNDING_MODE_SELECT_REG_INDEX     = 13;
  parameter int unsigned OPERATION_SELECT_WIDTH             = 2;
  parameter int unsigned ROUNDING_MODE_SELECT_WIDTH         = 2;
  parameter int unsigned FP_WIDTH               = 32;
  parameter int unsigned FP_SIGN_WIDTH          = 1;
  parameter int unsigned FP_EXP_WIDTH           = 8;
  parameter int unsigned FP_MANT_WIDTH          = 23;
  parameter int unsigned FP_EXP_PRENORM_WIDTH   = FP_EXP_WIDTH+2;  
  parameter int unsigned FP_MANT_PRENORM_WIDTH  = FP_MANT_WIDTH*2+2;  
  parameter int unsigned MANT_SHIFTIN_WIDTH     = FP_MANT_WIDTH+3;
  parameter int unsigned MANT_SHIFTED_WIDTH     = FP_MANT_WIDTH+4;
  parameter int unsigned MANT_ADDIN_WIDTH       = FP_MANT_WIDTH+4;
  parameter int unsigned MANT_ADDOUT_WIDTH      = FP_MANT_WIDTH+5;
  parameter C_MANT_PRENORM_IND = 6;
  parameter C_EXP_ZERO     = 8'h00;
  parameter C_EXP_INF      = 8'hff;
  parameter EXP_BIAS            = 10'd127;
  parameter QNAN                = 32'hFFC00001;
  parameter SNAN                = 32'hFF800001;
  parameter MINUS_INFINITY      = 32'hFF800000;
  parameter PLUS_INFINITY       = 32'h7F800000;
  parameter FP_OP_ADD      = 2'b00;
  parameter FP_OP_SUB      = 2'b01;
  parameter FP_OP_MUL      = 2'b10;
  parameter FP_RM_TRUNCATE      = 2'b00;
  parameter FP_RM_NEAREST       = 2'b01;
  parameter FP_RM_PLUS_INF      = 2'b10;
  parameter FP_RM_MINUS_INF     = 2'b11;
  typedef struct packed {
    logic [OPERATION_SELECT_WIDTH-1:0]      operation;
    logic [ROUNDING_MODE_SELECT_WIDTH-1:0]  rounding_mode;
  } ctrl_vfpu_t;
  typedef struct packed {
    logic               underflow;
    logic               overflow;
    logic               inexact;
    logic               zero;
    logic               plusInfinity;
    logic               minusInfinity;
  } flags_vfpu_t;
  typedef struct packed {
    logic                       sign;
    logic [FP_EXP_WIDTH-1:0]    exponent;
    logic [FP_MANT_WIDTH-1:0]   mantissa;
  } fp_t;
endpackage  
`timescale 1ns / 1ps
import hwpe_stream_package::*;
import hwpe_ctrl_package::*;
import hwpe_ctrl_vfpu_package::*;
module vfpu_add
(
  input  logic                                      clk_i,
  input  logic                                      rst_ni,
  input logic                                       signA_i,
  input logic                                       signB_i,
  input logic [FP_EXP_WIDTH-1:0]                    exponentA_i,
  input logic [FP_EXP_WIDTH-1:0]                    exponentB_i,
  input logic [FP_MANT_WIDTH-1+1:0]                 mantissaA_i,  
  input logic [FP_MANT_WIDTH-1+1:0]                 mantissaB_i,  
  output logic                                      signPreNorm_o,
  output logic signed [FP_EXP_PRENORM_WIDTH-1:0]    exponentPreNorm_o,
  output logic [FP_MANT_PRENORM_WIDTH-1:0]          mantissaPreNorm_o,
  input logic                                       operandsReady_i,
  output logic                                      done_o
);
   logic                        signNorm;
   logic                        exponentA_gt_exponentB;
   logic                        exponents_equal;
   logic [FP_EXP_WIDTH-1:0]     exponent_diff;
   logic [FP_EXP_WIDTH-1:0]     greaterExponent;
   assign exponentA_gt_exponentB  = exponentA_i > exponentB_i;
   assign exponents_equal = exponent_diff == 0;
   always_comb
     begin
        if (exponentA_gt_exponentB)
          begin
             exponent_diff   = exponentA_i - exponentB_i;
             greaterExponent = exponentA_i;
          end
        else
          begin
             exponent_diff   = exponentB_i - exponentA_i;
             greaterExponent = exponentB_i;
          end
     end  
   logic                           mantissaA_gt_mantissaB;
   logic [MANT_SHIFTIN_WIDTH-1:0]  smallerMantissa;
   logic [MANT_SHIFTED_WIDTH-1:0]  shiftedMantissa;
   logic                           mantissaStickyBit;
   logic [MANT_SHIFTED_WIDTH-1:0]  biggerMantissa;
   logic [MANT_ADDIN_WIDTH-1:0]    adderInputA;
   logic [MANT_ADDIN_WIDTH-1:0]    adderInputB;
   logic [MANT_ADDOUT_WIDTH-1:0]   adderOutput;
   logic [FP_MANT_PRENORM_WIDTH-1:0] addedMantissa;
   logic        adderCarryIn;
   logic        invertMantissaA;
   logic        invertMantissaB;
   logic        areSignsDifferent;
   assign mantissaA_gt_mantissaB    = mantissaA_i > mantissaB_i;
   assign biggerMantissa            = {(exponentA_gt_exponentB ? mantissaA_i : mantissaB_i), 3'b0};
   assign smallerMantissa           = {(exponentA_gt_exponentB ? mantissaB_i : mantissaA_i), 2'b0};
   always_comb  
     begin
        mantissaStickyBit = 1'b0;
        if (exponent_diff >= (FP_MANT_WIDTH+3))  
          mantissaStickyBit = | smallerMantissa;
        else
          mantissaStickyBit = | (smallerMantissa << ((FP_MANT_WIDTH+3) - exponent_diff));
     end
   assign shiftedMantissa = {(smallerMantissa >> exponent_diff), mantissaStickyBit};
   always_comb
     begin
        invertMantissaA = '0;
        invertMantissaB = '0;
        if (areSignsDifferent)
          begin
             if (exponentA_gt_exponentB)
               invertMantissaA = 1'b1;
             else if (exponents_equal)
               begin
                 if (mantissaA_gt_mantissaB)
                   invertMantissaB = 1'b1;
                 else
                   invertMantissaA = 1'b1;
               end
             else
               invertMantissaA = 1'b1;
          end  
     end  
   assign adderCarryIn = areSignsDifferent;
   assign adderInputA      = (invertMantissaA) ? ~shiftedMantissa   : shiftedMantissa;
   assign adderInputB      = (invertMantissaB) ? ~biggerMantissa : biggerMantissa;
   assign adderOutput      = adderInputA + adderInputB + adderCarryIn;
   assign addedMantissa    = {(adderOutput[MANT_ADDOUT_WIDTH-1] & ~areSignsDifferent), adderOutput[MANT_ADDOUT_WIDTH-2:0], 20'b0};
   assign areSignsDifferent = signA_i ^ signB_i;
   always_comb
     begin
        signNorm = 1'b0;
        if (exponentA_gt_exponentB)
          signNorm = signA_i;
        else if (exponents_equal)
          begin
             if (mantissaA_gt_mantissaB)
               signNorm = signA_i;
             else
               signNorm = signB_i;
          end
        else
          signNorm = signB_i;
     end
   assign signPreNorm_o         = signNorm;
   assign exponentPreNorm_o     = signed'({2'b0, greaterExponent});
   assign mantissaPreNorm_o     = addedMantissa;
   assign done_o                = operandsReady_i;
endmodule
```
==> results.txt <==
impl run done, here's what came out: mean routed wirelength per cell=~17 um, first-pass GRT wire length=28310 um, logic area=between 5000 and 6000 um2, # hold bufs at CTS=0, placed inst area=~7000 um2, pre-CTS setup slack=approximately 6 ns, Worst Setup Start Kind=input pin, register area=0 um2, number of clock buffers in the layout=0, Vias=approximately 6200, Synth Instances=846, Max Clk Rate=approximately 53 MHz, DP HPWL=approximately 15000 um, Final ANT Viol Nets=0, ANT cells=0, Final GP Congestion=0.9920, Setup Viol. Count Final=0, Worst setup EP type=output port, Hold Path Class=in2out, synthesized area per cell=about 7.1 um2, worst path arrival time=14.05 ns, Max FO, Critical Path=25, Residual DRC=0, ranking of synthesized cells by area=ha_1 14%, mux2i_1 11%, xnor2_1 9.9%, die footprint=12490 um2, count of tool warnings=around 44, LEAKAGE=3.097 nW, RSZ-0062 raised after global routing=false, Synth area leader=ha_1, most frequent CP cell=a21oi_1, Die Span Y=about 110 um, pin count of the biggest net entering global routing=between 70 and 80, total core area=11560 um2, vias in the first global route=roughly 5500, post-synth cell types=70, Tmin final=19.03 ns, FF+latch count=0, Detailed Route Iter0 Violations=about 370, Worst Path Required=roughly 20 ns, GRT Util Overall=~29%, power per cell area=51.97 nW/um2, fin crit share=around 76%, Final Hold Viols=0, Area leader share=between 10 and 15%, most frequent cells in the layout=103 x clkdlybuf4s50_1, 77 x nand2_1, 76 x a21oi_1, Slowest Stage Delay on Critical Path=between 0.5 and 0.6 ns, 1st-pass router iterations=18, WL final=17680 um, critical path's slowest cell=mux4_2, Port Buffers=103, final worst-path setup slack=5.867 ns, cell row count=39, setup_tns=0 ns, share of cells above drive strength 1=under 10%, Pins Over Slew Limit=0, post-synth design cell area=~6000 um2, run status=finished clean, maxcap violations=0, grt ovf=0, io pins=approximately 130, Slew Limit Headroom=48.49%, fin area=7044 um2, antenna violations before repair=0, YS chip area=6025 um2, Seq share, synth=0%, maximum VDD drop=around 0.000021 V, yosys stat cell total=846, Vias/cell=approximately 5.9, Setup CP Type=in2out, worst slew pin tran=between 0.7 and 0.8 ns, die width=111.8 um, Layout area overhead=16.93%, most instantiated logic cell after routing=clkdlybuf4s50_1, Yosys warnings=3, total setup buffers inserted after CTS=0, fp_density=about 52%, cts repair resizes=0, FILL cells=1082
synth_stat cells (all sizes together), types with 13 or more instances:
library cell / n
xor2: 19
a21oi: 77
buf: 42
clkbuf: 26
nand3: 24
nor2: 64
ha: 67
inv: 60
nor3: 13
xnor2: 68
nand2: 77
mux2i: 67
o21ai: 48
mux4: 16
a21o: 15
metrics by stage:
stage / utilization [%] / std cells / hold slack (ns) / power, W
2_1_floorplan: - / 867 / 10.01 / 0.0002344
3_3_place_gp: 60.91 / 1058 / 9.960 / 0.0003605
3_5_place_dp: 60.91 / 1058 / 9.960 / 0.0003631
4_1_cts: 60.91 / 1058 / 9.960 / 0.0003649
5_1_grt: 60.91 / 1058 / 9.960 / 0.0004057
6_report: 60.91 / 1058 / 9.960 / 0.0003661
power breakdown:
group | switching, W | internal (W)
combinational | 0.000183 | 0.000183
sequential | 0 | 0
clock | 0 | 0
total | 0.000183 | 0.000183
worst max-delay path: cells and delay by family:
kind | cells | cell delay [ns]
buffers and inverters | 6 | 2.07
adder cells (fa/ha/maj) | 4 | 1.49
XOR/XNOR | 3 | 0.40
multiplexers | 2 | 0.65
AND/OR/NAND/NOR | 5 | 1.49
AND-OR/OR-AND | 14 | 2.95
layout make-up:
type | instances | share of cell area, %
Inverter | 60 | 3.197
Tap cell | 143 | 2.540
Timing Repair Buffer | 116 | 16.02
Multi-Input combinational cell | 739 | 78.24
path summary, 6_finish.rpt:
path | start | cells after the start | slack, ns | end
worst max-delay path | exponentA_i[0] | 34 | 5.87 | mantissaPreNorm_o[46]
worst min-delay path | operandsReady_i | 0 | 9.96 | done_o
per-layer routing:
layer | up-vias | global-route usage, % | share of wire (%)
met1 | 2836 | 42.68 | 47
met3 | 6 | 8.975 | 10
li1 | 3149 | - | -
met2 | 256 | 42.48 | 42
met5 | - | 0 | 0
met4 | 0 | 1.081 | 0.41
logic make-up after synthesis:
family / count (synthesis) / synth area share (%)
muxes: 93 / 18.98
AOI/OAI and AO/OA: 227 / 23.88
buffers and inverters: 128 / 10.16
adders and majority gates: 71 / 15.24
other: 1 / 0.06225
xor gates and xnor gates: 87 / 12.65
and+or+nand+nor: 239 / 19.02
Power and IR drop assume default switching activity.
