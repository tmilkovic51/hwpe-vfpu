`./config.mk`:
```
export PLATFORM = sky130hd
export DESIGN_NAME = vfpu_lod
export DESIGN_NICKNAME = vfpu_lod
export VERILOG_FILES = /design/flow/design.v
export SDC_FILE = /design/flow/constraint.sdc
export NUM_CORES = 4
export LEC_CHECK = 1
export CORE_AREA = 10 10 70 70
export DIE_AREA = 0 0 80 80
```
`./constraint.sdc`:
```
current_design vfpu_lod

set clk_period 4.0
set clk_io_pct 0.2

create_clock -name clk0 -period $clk_period

set non_clock_inputs [all_inputs -no_clocks]
set_input_delay [expr $clk_period * $clk_io_pct] -clock clk0 $non_clock_inputs
set_output_delay [expr $clk_period * $clk_io_pct] -clock clk0 [all_outputs]
```
`./design.v`:
```
package hwpe_ctrl_vfpu_package;
  parameter int unsigned BASE_ADDR_A_REG_INDEX              = 0;
  parameter int unsigned LINE_STRIDE_A_REG_INDEX            = 1;
  parameter int unsigned LINE_LENGTH_A_REG_INDEX            = 1;
  parameter int unsigned FEAT_STRIDE_A_REG_INDEX            = 2;
  parameter int unsigned FEAT_LENGTH_A_REG_INDEX            = 2;
  parameter int unsigned LOOP_OUTER_A_REG_INDEX             = 3;
  parameter int unsigned FEAT_ROLL_A_REG_INDEX              = 3;
  parameter int unsigned BASE_ADDR_B_REG_INDEX              = 4;
  parameter int unsigned LINE_STRIDE_B_REG_INDEX            = 5;
  parameter int unsigned LINE_LENGTH_B_REG_INDEX            = 5;
  parameter int unsigned FEAT_STRIDE_B_REG_INDEX            = 6;
  parameter int unsigned FEAT_LENGTH_B_REG_INDEX            = 6;
  parameter int unsigned LOOP_OUTER_B_REG_INDEX             = 7;
  parameter int unsigned FEAT_ROLL_B_REG_INDEX              = 7;
  parameter int unsigned BASE_ADDR_RESULT_REG_INDEX         = 8;
  parameter int unsigned LINE_STRIDE_RESULT_REG_INDEX       = 9;
  parameter int unsigned LINE_LENGTH_RESULT_REG_INDEX       = 9;
  parameter int unsigned FEAT_STRIDE_RESULT_REG_INDEX       = 10;
  parameter int unsigned FEAT_LENGTH_RESULT_REG_INDEX       = 10;
  parameter int unsigned LOOP_OUTER_RESULT_REG_INDEX        = 11;
  parameter int unsigned FEAT_ROLL_RESULT_REG_INDEX         = 11;
  parameter int unsigned TRANSACTION_SIZE_REG_INDEX         = 12;
  parameter int unsigned OPERATION_SELECT_REG_INDEX         = 13;
  parameter int unsigned ROUNDING_MODE_SELECT_REG_INDEX     = 13;
  parameter int unsigned OPERATION_SELECT_WIDTH             = 2;
  parameter int unsigned ROUNDING_MODE_SELECT_WIDTH         = 2;
  parameter int unsigned FP_WIDTH               = 32;
  parameter int unsigned FP_SIGN_WIDTH          = 1;
  parameter int unsigned FP_EXP_WIDTH           = 8;
  parameter int unsigned FP_MANT_WIDTH          = 23;
  parameter int unsigned FP_EXP_PRENORM_WIDTH   = FP_EXP_WIDTH+2;  
  parameter int unsigned FP_MANT_PRENORM_WIDTH  = FP_MANT_WIDTH*2+2;  
  parameter int unsigned MANT_SHIFTIN_WIDTH     = FP_MANT_WIDTH+3;
  parameter int unsigned MANT_SHIFTED_WIDTH     = FP_MANT_WIDTH+4;
  parameter int unsigned MANT_ADDIN_WIDTH       = FP_MANT_WIDTH+4;
  parameter int unsigned MANT_ADDOUT_WIDTH      = FP_MANT_WIDTH+5;
  parameter C_MANT_PRENORM_IND = 6;
  parameter C_EXP_ZERO     = 8'h00;
  parameter C_EXP_INF      = 8'hff;
  parameter EXP_BIAS            = 10'd127;
  parameter QNAN                = 32'hFFC00001;
  parameter SNAN                = 32'hFF800001;
  parameter MINUS_INFINITY      = 32'hFF800000;
  parameter PLUS_INFINITY       = 32'h7F800000;
  parameter FP_OP_ADD      = 2'b00;
  parameter FP_OP_SUB      = 2'b01;
  parameter FP_OP_MUL      = 2'b10;
  parameter FP_RM_TRUNCATE      = 2'b00;
  parameter FP_RM_NEAREST       = 2'b01;
  parameter FP_RM_PLUS_INF      = 2'b10;
  parameter FP_RM_MINUS_INF     = 2'b11;
  typedef struct packed {
    logic [OPERATION_SELECT_WIDTH-1:0]      operation;
    logic [ROUNDING_MODE_SELECT_WIDTH-1:0]  rounding_mode;
  } ctrl_vfpu_t;
  typedef struct packed {
    logic               underflow;
    logic               overflow;
    logic               inexact;
    logic               zero;
    logic               plusInfinity;
    logic               minusInfinity;
  } flags_vfpu_t;
  typedef struct packed {
    logic                       sign;
    logic [FP_EXP_WIDTH-1:0]    exponent;
    logic [FP_MANT_WIDTH-1:0]   mantissa;
  } fp_t;
endpackage  
`timescale 1ns / 1ps
import hwpe_stream_package::*;
import hwpe_ctrl_package::*;
import hwpe_ctrl_vfpu_package::*;
module vfpu_lod
#(
  parameter WIDTH = 32
)
(
  input  logic [WIDTH-1:0]         in_i,
  output logic [$clog2(WIDTH)-1:0] first_one_o,
  output logic                     no_ones_o
);
always_comb
begin
first_one_o = 0;
   for (int i = 0; i < WIDTH; i++)
   begin
      if (in_i[i])
      begin
         first_one_o = WIDTH-1-i;
      end
   end
end
assign no_ones_o = ~(| in_i);
endmodule
```
`./run.sh`:
```
#!/bin/bash
# OpenROAD 26Q1-2900-gdf79404cd8, Yosys 0.63+post, stock flow scripts
make -C /OpenROAD-flow-scripts/flow DESIGN_CONFIG=/design/flow/config.mk WORK_HOME=/design/flow/orfs finish
```
==> results.json <==
{
  "status": "finished, final reports clean",
  "setup_viol": 0,
  "post_cts_buffers": 0,
  "final_max_slew_viol_count": 0,
  "design_area_um2": 818.3,
  "min_from": "in_i[31]",
  "yosysWarnings": 3,
  "p_leak_nw": 0.2632,
  "nClkBuffers": 0,
  "fp_util": 0.1114,
  "finalSetupTns_ns": 0,
  "powerDensity_nw_per_um2": 75.34,
  "critPathMaxFanout": 4,
  "drive_gt1_frac": 0.03738,
  "whs_ns": 2.540,
  "tightestPinTransition_ns": 0.4408,
  "whs_path_depth": 3,
  "placed_cell_area_um2": 818.3,
  "yosys_area_um2": 380.4,
  "syn_area_per_cell_um2": 5.513,
  "row_count": 21,
  "ff_latch_area_um2": 0,
  "critical_path_class": "primary input to output port",
  "overflow": 0,
  "area_delta_synth_final_pct": 115.1,
  "slowest_stage": "clkdlybuf4s50_1",
  "gp_congestion": 0.7679,
  "cp_cell_sequence": "clkdlybuf4s50_1, nor3b_1, nor3_1, o31ai_1, o2111ai_1, a221oi_1, clkdlybuf4s50_1",
  "critPathLaunchType": "primary input",
  "hold_class": "primary input to output port",
  "min_delay_worst_endpoint": "first_one_o[0]",
  "cp-end-kind": "output port",
  "nFillCells": 393,
  "grt_max_degree": 6,
  "ys_sh_aoi": 0.3947,
  "path_common_cell": "clkdlybuf4s50_1",
  "crit_required_ns": 3.20,
  "tool_warnings": 32,
  "io_pins": 38,
  "antenna-diode-count": 0,
  "ant_nets": 0,
  "finalHoldViolCount": 0,
  "post_cts_resized": 0,
  "seq_cell_count": 0,
  "cpPeakStageDelay_ns": 0.52,
  "wl_mm": 1.806,
  "fmax_mhz": 277.4,
  "place_hpwl_mm": 1.678,
  "ys_cells": 69,
  "firstDrtPassIters": 4,
  "fin_crit_ns": 3.605,
  "io_buffers": 38,
  "rsz0062_at_grt": "false",
  "critPathBufInv": 2,
  "die_height_um": 80,
  "simple_gate_share": 0.5461,
  "first_global_vias": 666,
  "dieArea_um2": 6400,
  "wl_per_cell_um": 11.80,
  "grt_usage": 0.05657,
  "holdBufCountCts": 0,
  "drc": 0,
  "dr_total_vias": 626,
  "logic_family": "simple AND/OR/NAND/NOR gates",
  "slew_headroom": 0.7034,
  "mux_share": 0,
  "core_region_area_um2": 3416,
  "maxCapViolations": 0,
  "synth_adder_area_share": 0,
  "yosysUniqueCellTypes": 23,
  "dieWidth_um": 80,
  "antenna_found_initial": 0,
  "ys_sh_xor": 0,
  "first_iter_violations": 25,
  "path_delay_family": "buffers and inverters",
  "cp_data_arrival_time_ns": 2.81,
  "grt_pass1_wl_mm": 3.029,
  "path_depth": 7,
  "netlist_area_um2": 380.4,
  "timing.final.crit_share": 0.9013,
  "synth-seq-area-share": 0,
  "vias_per_cell": 4.092,
  "max-vdd-ir-drop_mv": 0.03292,
  "syn_inst": 69,
  "power.total_w": 0.00006165
}
-- worst max-delay path by stage --
stage | startpoint | endpoint | slack (ns)
CTS | in_i[25] | no_ones_o | 0.35
global route | in_i[0] | first_one_o[0] | 0.23
finish | in_i[0] | first_one_o[0] | 0.39
-- layout make-up --
cell class                 count  area (um^2)  share of cell area
timing repair buffer          38        380.4              0.4648
multi-input combinational     63        357.8              0.4373
tap                           46        57.56             0.07034
inverter                       6        22.52             0.02752
-- logic make-up after synthesis --
family | Yosys count
AOI/OAI and AO/OA | 23
and+or+nand+nor | 40
buffers and inverters | 6
-- synthesized netlist by cell type, drive strengths merged --
library cell | n | area, um^2
nor2 | 16 | 62.56
a21oi | 9 | 45.04
nand2 | 7 | 26.28
inv | 6 | 22.52
nor3 | 6 | 30.03
nor4 | 5 | 43.79
o31ai | 3 | 22.52
a2111oi | 2 | 17.52
o21ai | 2 | 10.01
or4 | 2 | 15.01
a221oi | 1 | 8.760
a31o | 1 | 8.760
a31oi | 1 | 6.260
nand3 | 1 | 5.000
nor2b | 1 | 6.260
nor3b | 1 | 7.510
o2111ai | 1 | 8.760
o211ai | 1 | 7.510
o21a | 1 | 7.510
o21bai | 1 | 7.510
or3 | 1 | 11.26
-- cell usage in the layout, fill, tap and decap left out, drive strengths merged, types with 2 or more instances in the layout --
master	Yosys	final
o21ai	2	2
nor4	5	5
a2111oi	2	2
nor3	6	6
clkdlybuf4s50	0	38
o31ai	3	3
nand2	7	7
or4	2	2
inv	6	6
a21oi	9	9
nor2	16	16
-- through the flow --
stage	util	cells	worst slack [ns]
2_1_floorplan	-	69	1.498
3_3_place_gp	0.2396	153	0.3604
3_5_place_dp	0.2396	153	0.3527
4_1_cts	0.2396	153	0.3524
5_1_grt	0.2396	153	0.2321
6_report	0.2396	153	0.3949
-- routing by layer --
metal / part of all wire / GRT usage
met5: 0 / 0
met4: 0 / 0
met3: 0.14 / 0.02955
met2: 0.38 / 0.08507
met1: 0.47 / 0.07449
-- power by group --
part | internal [W] | total [W] | switching [W]
combinational | 0.0000385 | 0.0000616 | 0.0000232
clock | 0 | 0 | 0
sequential | 0 | 0 | 0
Power and IR drop assume default switching activity.
