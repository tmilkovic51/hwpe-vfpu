### /design/flow/run.sh
#!/bin/bash
# OpenROAD 26Q1-2900-gdf79404cd8, Yosys 0.63+post, stock flow scripts
make -C /OpenROAD-flow-scripts/flow DESIGN_CONFIG=/design/flow/config.mk WORK_HOME=/design/flow/orfs finish
### /design/flow/config.mk
export PLATFORM = sky130hd
export DESIGN_NAME = vfpu_mult
export DESIGN_NICKNAME = vfpu_mult
export VERILOG_FILES = /design/flow/design.v
export SDC_FILE = /design/flow/constraint.sdc
export NUM_CORES = 4
export LEC_CHECK = 1
export CORE_UTILIZATION = 30
### /design/flow/constraint.sdc
current_design vfpu_mult

set clk_period 17.5
set clk_io_pct 0.2

create_clock -name clk0 -period $clk_period

set non_clock_inputs [all_inputs -no_clocks]
set_input_delay [expr $clk_period * $clk_io_pct] -clock clk0 $non_clock_inputs
set_output_delay [expr $clk_period * $clk_io_pct] -clock clk0 [all_outputs]
### /design/flow/design.v
package hwpe_ctrl_vfpu_package;
  parameter int unsigned BASE_ADDR_A_REG_INDEX              = 0;
  parameter int unsigned LINE_STRIDE_A_REG_INDEX            = 1;
  parameter int unsigned LINE_LENGTH_A_REG_INDEX            = 1;
  parameter int unsigned FEAT_STRIDE_A_REG_INDEX            = 2;
  parameter int unsigned FEAT_LENGTH_A_REG_INDEX            = 2;
  parameter int unsigned LOOP_OUTER_A_REG_INDEX             = 3;
  parameter int unsigned FEAT_ROLL_A_REG_INDEX              = 3;
  parameter int unsigned BASE_ADDR_B_REG_INDEX              = 4;
  parameter int unsigned LINE_STRIDE_B_REG_INDEX            = 5;
  parameter int unsigned LINE_LENGTH_B_REG_INDEX            = 5;
  parameter int unsigned FEAT_STRIDE_B_REG_INDEX            = 6;
  parameter int unsigned FEAT_LENGTH_B_REG_INDEX            = 6;
  parameter int unsigned LOOP_OUTER_B_REG_INDEX             = 7;
  parameter int unsigned FEAT_ROLL_B_REG_INDEX              = 7;
  parameter int unsigned BASE_ADDR_RESULT_REG_INDEX         = 8;
  parameter int unsigned LINE_STRIDE_RESULT_REG_INDEX       = 9;
  parameter int unsigned LINE_LENGTH_RESULT_REG_INDEX       = 9;
  parameter int unsigned FEAT_STRIDE_RESULT_REG_INDEX       = 10;
  parameter int unsigned FEAT_LENGTH_RESULT_REG_INDEX       = 10;
  parameter int unsigned LOOP_OUTER_RESULT_REG_INDEX        = 11;
  parameter int unsigned FEAT_ROLL_RESULT_REG_INDEX         = 11;
  parameter int unsigned TRANSACTION_SIZE_REG_INDEX         = 12;
  parameter int unsigned OPERATION_SELECT_REG_INDEX         = 13;
  parameter int unsigned ROUNDING_MODE_SELECT_REG_INDEX     = 13;
  parameter int unsigned OPERATION_SELECT_WIDTH             = 2;
  parameter int unsigned ROUNDING_MODE_SELECT_WIDTH         = 2;
  parameter int unsigned FP_WIDTH               = 32;
  parameter int unsigned FP_SIGN_WIDTH          = 1;
  parameter int unsigned FP_EXP_WIDTH           = 8;
  parameter int unsigned FP_MANT_WIDTH          = 23;
  parameter int unsigned FP_EXP_PRENORM_WIDTH   = FP_EXP_WIDTH+2;  
  parameter int unsigned FP_MANT_PRENORM_WIDTH  = FP_MANT_WIDTH*2+2;  
  parameter int unsigned MANT_SHIFTIN_WIDTH     = FP_MANT_WIDTH+3;
  parameter int unsigned MANT_SHIFTED_WIDTH     = FP_MANT_WIDTH+4;
  parameter int unsigned MANT_ADDIN_WIDTH       = FP_MANT_WIDTH+4;
  parameter int unsigned MANT_ADDOUT_WIDTH      = FP_MANT_WIDTH+5;
  parameter C_MANT_PRENORM_IND = 6;
  parameter C_EXP_ZERO     = 8'h00;
  parameter C_EXP_INF      = 8'hff;
  parameter EXP_BIAS            = 10'd127;
  parameter QNAN                = 32'hFFC00001;
  parameter SNAN                = 32'hFF800001;
  parameter MINUS_INFINITY      = 32'hFF800000;
  parameter PLUS_INFINITY       = 32'h7F800000;
  parameter FP_OP_ADD      = 2'b00;
  parameter FP_OP_SUB      = 2'b01;
  parameter FP_OP_MUL      = 2'b10;
  parameter FP_RM_TRUNCATE      = 2'b00;
  parameter FP_RM_NEAREST       = 2'b01;
  parameter FP_RM_PLUS_INF      = 2'b10;
  parameter FP_RM_MINUS_INF     = 2'b11;
  typedef struct packed {
    logic [OPERATION_SELECT_WIDTH-1:0]      operation;
    logic [ROUNDING_MODE_SELECT_WIDTH-1:0]  rounding_mode;
  } ctrl_vfpu_t;
  typedef struct packed {
    logic               underflow;
    logic               overflow;
    logic               inexact;
    logic               zero;
    logic               plusInfinity;
    logic               minusInfinity;
  } flags_vfpu_t;
  typedef struct packed {
    logic                       sign;
    logic [FP_EXP_WIDTH-1:0]    exponent;
    logic [FP_MANT_WIDTH-1:0]   mantissa;
  } fp_t;
endpackage  
`timescale 1ns / 1ps
import hwpe_stream_package::*;
import hwpe_ctrl_package::*;
import hwpe_ctrl_vfpu_package::*;
module vfpu_mult
(
  input  logic                                      clk_i,
  input  logic                                      rst_ni,
  input logic                                       signA_i,
  input logic                                       signB_i,
  input logic [FP_EXP_WIDTH-1:0]                    exponentA_i,
  input logic [FP_EXP_WIDTH-1:0]                    exponentB_i,
  input logic [FP_MANT_WIDTH-1+1:0]                 mantissaA_i,  
  input logic [FP_MANT_WIDTH-1+1:0]                 mantissaB_i,  
  output logic                                      signPreNorm_o,
  output logic signed [FP_EXP_PRENORM_WIDTH-1:0]    exponentPreNorm_o,
  output logic [FP_MANT_PRENORM_WIDTH-1:0]          mantissaPreNorm_o,
  input logic                                       operandsReady_i,
  output logic                                      done_o
);
  assign signPreNorm_o = signA_i ^ signB_i;
  assign exponentPreNorm_o  = signed'({2'b0, exponentA_i}) + signed'({2'b0, exponentB_i}) - signed'(EXP_BIAS);
  assign mantissaPreNorm_o = mantissaA_i * mantissaB_i;
  assign done_o = operandsReady_i;
endmodule
==> flow_summary.toml <==
# synthesis and place-and-route metrics
[run_status]
status = "completed"

[place]
dpl_cell_area_um2 = 21700
place.detailed.hpwl_mm = 39.6
place.port_buffers = 125
gp_congestion = 0.883

[logic_synthesis]
syn_inst = 2232
synth.cell_area_um2 = 19500
synth.avg_cell_area_um2 = 8.75
post_synth_main_area_contributors = "sky130_fd_sc_hd__fa_1, sky130_fd_sc_hd__ha_1, sky130_fd_sc_hd__inv_1"
unique_cell_type_count_in_the_yosys_netlist = 56
yosys.stat.chipArea_um2 = 19500
synth-warning-count = 2
netlist.area_leader.share = 0.495
synth_seq_share = 0
yosys-stat-cells = 2232
synthDominantAreaCellType = "sky130_fd_sc_hd__fa_1"

[route]
wl_per_cell_um = 15.7
drtAntennaViolNets = 0
routed_via_density = 4.56
detailedRoute.firstPassIterationCount = 5
route.detailed.drc = 0
detailroute.via_count = 14300
detail_route.iter0.violations = 523
routed_wire_length_mm = 49.5
diodes = 0

[global_route]
grt_antenna_before_repair = 0
grt.total_usage = 0.165
grt_start_max_net_pins = 25
overflow = 0
first_pass_grt_wire_length_mm = 82.8
vias_in_the_first_global_route = 15600

[timing]
period_minus_slack_ps = 14680
relSlewSlack = 0.644
fraction_of_the_cycle_the_final_worst_path_needs = 0.839
report.final.hold_viol_count = 0
final_setup_viols = 0
grt_setup_unrepaired = "no"
maxSlewViolCount = 0
worst_pin_slew_ps = 528
totalNegativeSetupSlack_ps = 0
fmaxAchievable_ghz = 0.0681

[floorplan]
rows = 93
floorplan.die_area_um2 = 66100
core_region_area_um2 = 64300
ios = 129
die_width_um = 257
fp_util = 0.303
die_height_um = 257

[finish]
final_instance_area_um2 = 21700
layout.area.seq_um2 = 0
share_of_post_route_cells_with_drive_strength_above_1 = 0.0288
nClkBuffers = 0
ff_count = 0
final_core_utilization = 0.337
synthesis_to_finish_area_growth_pct = 11.2

[min_path]
holdCritPathClass = "in2out"

[clock_tree]
postCtsSetupBuffers = 0
post_cts.resized_instances = 0
hold_buffers = 0

[worst_setup_path]
setup.worst_path.end_class = "primary output"
startpoint_type = "input pin"
timing.critical_path.required_ps = 14000
timing.critical_path.arrival_ps = 11180
crit_type = "in2out"
critical_path.max_fanout = 24

[run]
openroad.warnings = 34
number_of_max_cap_violations = 0
## stage by stage
stage	cells	hold slack, ps	setup slack [ps]
2_1_floorplan	2232	7030	4660
3_3_place_gp	3149	7000	2850
3_5_place_dp	3149	7000	2880
4_1_cts	3149	7000	2840
5_1_grt	3149	7000	2430
6_report	3149	7000	2820
## layer usage
metal  global-route usage  wire length (µm)  part of all wire  vias to the layer above
met5                    0                 0                 0                        -
met4               0.0172               532             0.011                        0
met3               0.0359              2590             0.052                       33
met2                0.284             25800              0.52                      342
met1                0.227             20500              0.42                     7375
li1                     -                 -                 -                     6596
## cell type report
class                           count  area [µm²]
Multi-Input combinational cell   1556       16900
Tap cell                          855        1070
Inverter                          565        2120
Fill cell                        6686       42600
Timing Repair Buffer              173        1610
## cell usage after synthesis, drive strengths merged, types with 6 or more instances
cell type and number:
o21bai 10, a21oi 58, nand4 6, fa 483, and3 11, inv 565, nand3 7, ha 189
buf 15, a21o 27, xor2 16, o21ai 28, clkbuf 96, and2 296, nand2 314, xnor2 35
a31oi 10, nor2 22
## worst paths after layout
check | start | endpoint | slack, ps | cells after the start
worst max-delay path | mantissaA_i[14] | mantissaPreNorm_o[40] | 2820 | 25
worst min-delay path | operandsReady_i | done_o | 7000 | 0
## worst max-delay path, stage by stage
cell                              delay, ps
sky130_fd_sc_hd__clkdlybuf4s50_1        450
sky130_fd_sc_hd__buf_4                  320
sky130_fd_sc_hd__nand2_1                130
sky130_fd_sc_hd__fa_1                   550
sky130_fd_sc_hd__inv_1                   50
sky130_fd_sc_hd__fa_1                   500
sky130_fd_sc_hd__inv_1                   60
sky130_fd_sc_hd__fa_1                   490
sky130_fd_sc_hd__fa_1                   530
sky130_fd_sc_hd__inv_1                   60
sky130_fd_sc_hd__fa_1                   490
sky130_fd_sc_hd__fa_1                   500
sky130_fd_sc_hd__inv_1                   50
sky130_fd_sc_hd__fa_1                   500
sky130_fd_sc_hd__inv_1                   50
sky130_fd_sc_hd__ha_1                   470
sky130_fd_sc_hd__a21oi_2                120
sky130_fd_sc_hd__o21ai_2                190
sky130_fd_sc_hd__nor2b_2                 90
sky130_fd_sc_hd__nor4_4                 330
sky130_fd_sc_hd__a211oi_2               150
sky130_fd_sc_hd__o41ai_2                580
sky130_fd_sc_hd__a31oi_1                180
sky130_fd_sc_hd__xnor2_1                280
sky130_fd_sc_hd__clkdlybuf4s50_1        520
## placed cells by master, fill, tap and decap left out, drive strengths merged, types with 5 or more instances in the layout
cell / netlist / routed
nand2: 314 / 314
ha: 189 / 189
a21oi: 58 / 58
clkdlybuf4s50: 0 / 125
o21bai: 10 / 10
inv: 565 / 565
a21o: 27 / 27
a21boi: 5 / 5
a31oi: 10 / 10
nor2: 22 / 22
nand3: 7 / 7
xor2: 16 / 16
o21ai: 28 / 28
nor2b: 5 / 5
nand4: 6 / 6
buf: 15 / 48
fa: 483 / 483
and3: 11 / 11
and2: 296 / 296
xnor2: 35 / 35
## cell families after synthesis
family,after synthesis,synth area share
compound gates,158,0.0520
buf+inv,676,0.134
xor+xnor,51,0.0229
fa+ha+maj,672,0.616
simple gates,675,0.175
